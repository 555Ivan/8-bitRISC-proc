<file path="./design.v">
module CLA2bitblock (input [1:0] a,b,
							input cin,
							output [1:0] s,
							output cout);
wire cout_interal;
fulladder fa0(
          .a(a[0]),
			 .b(b[0]),
			 .cin(cin),
			 .s(s[0]),
			 .cout(cout_interal)
);
fulladder fa1(
          .a(a[1]),
			 .b(b[1]),
			 .cin(cout_interal),
			 .s(s[1]),
			 .cout()        
);
assign cout = ((a[1]*b[1])+((a[1]+b[1])*(a[0]*b[0]))) + (((a[1]+b[1])*(a[0]+b[0]))*cin);
endmodule
module CLAadder (input [7:0] a,b,
					  input cin,
					  output [7:0] s,
					  output cout);	
wire cout0, cout1, cout2;
CLA2bitblock CLAb0(
             .a(a[1:0]),
				 .b(b[1:0]),
				 .cin(cin),
				 .s(s[1:0]),
				 .cout(cout0)
);
CLA2bitblock CLAb1(
             .a(a[3:2]),
				 .b(b[3:2]),
				 .cin(cout0),
				 .s(s[3:2]),
				 .cout(cout1)
);
CLA2bitblock CLAb2(
             .a(a[5:4]),
				 .b(b[5:4]),
				 .cin(cout1),
				 .s(s[5:4]),
				 .cout(cout2)
);
CLA2bitblock CLAb3(
             .a(a[7:6]),
				 .b(b[7:6]),
				 .cin(cout2),
				 .s(s[7:6]),
				 .cout(cout)
);
endmodule
module fulladder(input a,b,
					  input cin,
					  output s,
					  output cout);		
assign s = a ^ (b ^ cin);
assign cout = 	(a*b) + (a*cin) + (b*cin);		  
endmodule
</file>
<file path="./run.sh">
#!/bin/bash
# OpenROAD 26Q1-2900-gdf79404cd8, Yosys 0.63+post, stock flow scripts
make -C /OpenROAD-flow-scripts/flow DESIGN_CONFIG=/design/flow/config.mk WORK_HOME=/design/flow/orfs finish
</file>
<file path="./config.mk">
export PLATFORM = sky130hd
export DESIGN_NAME = CLAadder
export DESIGN_NICKNAME = CLAadder
export VERILOG_FILES = /design/flow/design.v
export SDC_FILE = /design/flow/constraint.sdc
export NUM_CORES = 4
export LEC_CHECK = 1
export CORE_AREA = 10 10 70 70
export DIE_AREA = 0 0 80 80
</file>
<file path="./constraint.sdc">
current_design CLAadder

set clk_period 5.1
set clk_io_pct 0.2

create_clock -name clk0 -period $clk_period

set non_clock_inputs [all_inputs -no_clocks]
set_input_delay [expr $clk_period * $clk_io_pct] -clock clk0 $non_clock_inputs
set_output_delay [expr $clk_period * $clk_io_pct] -clock clk0 [all_outputs]
</file>
==> commit_impl_results.txt <==
Store results of the implementation flow

- Power density of the placed cells: 110 nW/um^2
- Data on the critical path arrives at its endpoint at 3.89 ns.
- Instance tally after logic synthesis: 79
- Result of the run: completed
- Sum of net half-perimeters after detailed placement: 1360 um
* Post-route antenna net violation count: 0
- STA classifies the critical path endpoint as a primary output.
* Number of hold violations in the final report: 0
- Residual overflow from global routing: 0
* Dominant cell type by area after synthesis: sky130_fd_sc_hd__ha_1
- The first global-routing pass estimated 2640 um of wire.
- Worst setup slack after layout: 0.188 ns
* Yosys Instances: 79
* Setup tns final: 0 ns
- Count of hold-fix buffers inserted at cts: 0
* Number of warnings the tools reported: 32
- For reference, the top cells by area after synthesis are sky130_fd_sc_hd__ha_1 15%, sky130_fd_sc_hd__fa_1 12%, sky130_fd_sc_hd__xnor2_1 12%.
- Reported leakage power: 0.465 nW
- Quantity of I/O buffers inserted on ports: 26
- Chip area: 6400 um^2
- Worst path required time: 4.08 ns
* Number of global-route vias before repair: 599
- Sequential area share after synthesis: 0%
- Per the detailed placement report, the placed cell area equals 997 um^2.
- Relative to the synthesized area, the layout overhead comes to 66.3%.
* Maximum number of pins on one net before global-route repair: 8
- Of the available clock period, the critical path in the final layout requires 96.3%.
- The die is 80 um wide.
- The worst setup path is of the in -> out kind.
- Post-synthesis chip area from yosys: 664 um^2
- After layout, the minimum clock period comes to 4.91 ns.
* Routed wire length: 1660 um
- Unrepaired setup endpoints after global routing: no
- Cells fill 32.3% of the core in the end.
- Combined area of all synthesized cells: 664 um^2
* Worst Hold Slack: 2.87 ns
- Tightest Hold Check Type: in -> out
* Synth cell types: 32
- Final Slew Violations: 0
- Sequential cell area: 0 um^2
- Checking max transition, the worst relative margin is 78.2%.
- The worst setup path is launched from a primary input.
- Yosys warning total: 0
- For reference, the top cells by count after synthesis are 9 x sky130_fd_sc_hd__inv_1, 9 x sky130_fd_sc_hd__xnor2_1, 8 x sky130_fd_sc_hd__buf_4, 8 x sky130_fd_sc_hd__ha_1.
* Final setup viols: 0
- Across the VDD grid, the largest voltage drop is 0.0435 mV.
- Looking at the critical path, the highest net fanout was 4.
* Core region area: 3420 um^2
* Slowest cell on the critical path: sky130_fd_sc_hd__fa_2
* Die y size: 80 um
- Sequential cell count: 0
* Clk_buf instances: 0
- Per the post-place timing report, worst setup slack is -0.170 ns.
- Number of non-filler instances in the completed layout: 154
- On the critical path the largest part of the delay comes from adder cells.
- For this run, design rule violations remaining after detail routing come to 0.
- Maximum clock frequency: 204 MHz
- DR vias: 648
- Ant. Diodes: 0
- Fraction of layout cells with a size suffix above 1: 23.1%
- Area share, top type: 15.1%
* Drt first pass iters: 2
- At the floorplan stage, the core utilization is reported as 19.5%.
* Number of vias per cell: 4.21
- Dividing the detail-routed wire length by the instance count gives 10.8 um.
* Number of maximum-capacitance violations: 0
- RePlAce ended its routability-driven mode at a weighted congestion of 0.803.
- Cell-by-cell listing of the critical path: dlygate4sd2_1, ha_4, and3b_1, o2111a_1, or3_4, a31oi_4, xor2_1, nand2_1, xnor2_1, fa_2, clkdlybuf4s50_1
- After layout, the design draws a total of 121 uW.
- Each instance of the synthesized netlist takes up on average 8.41 um^2.
- Initial antenna violation count: 0
- Least-Margin Pin Slew: 0.325 ns
- Per the post-run analysis, buffers plus inverters along the critical path come to 2.
* Number of placement rows: 21
- The largest single stage delay on the critical path is 0.52 ns.
- Number of I/O pins: 26
* Global-route total usage across every layer: 4.73%
- Per the placement report, the placed cell count is 153.
* Summed area of non-filler cells in the final layout: 1100 um^2
- Number of DRC violations after detailed-routing iteration 0: 18
## metal layers
metal	track usage (%)	vias up	wire length, um	share of wire, %
met5	0	-	0	0
met1	7.83	290	911	55
met4	0	0	0	0
met2	6.34	18	626	38
met3	0.909	0	122	7.3
li1	-	340	-	-
## where the power goes
part | switching (mW) | internal [mW]
combinational | 0.0444 | 0.0770
sequential | 0 | 0
clock | 0 | 0
total | 0.0444 | 0.0770
## worst paths after layout
kind	startpoint	endpoint	slack, ns	cells past startpoint
setup / recovery	b[0]	s[6]	0.19	11
hold / removal	b[2]	s[2]	2.87	3
## area by class of cell
cell class	instances	area, um^2
fill	346	2310
multi-input combinational	62	668
timing repair buffer	37	345
tap	46	57.6
inverter	9	33.8
## logic make-up (layout without fill, tap and decap cells)
| logic type | Yosys count | in the layout | synth area share, % |
|---|---|---|---|
| buffers and inverters | 17 | 46 | 14.1 |
| adders and majority gates | 12 | 12 | 27.1 |
| muxes | 1 | 1 | 1.51 |
| xor gates and xnor gates | 12 | 12 | 15.8 |
| AOI/OAI and AO/OA | 14 | 14 | 19.0 |
| and+or+nand+nor | 23 | 23 | 22.4 |
## placed cells by master (no fill, tap or decap), types with 2 or more instances in the layout
cell type / count
sky130_fd_sc_hd__clkdlybuf4s50_1: 19
sky130_fd_sc_hd__buf_4: 11
sky130_fd_sc_hd__inv_1: 9
sky130_fd_sc_hd__xnor2_1: 8
sky130_fd_sc_hd__nand2_1: 4
sky130_fd_sc_hd__nand3_1: 4
sky130_fd_sc_hd__ha_4: 4
sky130_fd_sc_hd__ha_1: 4
sky130_fd_sc_hd__dlygate4sd2_1: 4
sky130_fd_sc_hd__xor2_1: 3
sky130_fd_sc_hd__fa_1: 3
sky130_fd_sc_hd__dlymetal6s2s_1: 3
sky130_fd_sc_hd__nand4b_1: 2
sky130_fd_sc_hd__o211ai_1: 2
sky130_fd_sc_hd__nor2_1: 2
sky130_fd_sc_hd__a21oi_1: 2
## repair_timing
action,CTS,global route
pin swaps,8,2
setup buffers,1,0
resized,13,8
endpoints found under the setup margin,2,2
Power is estimated from default activity; no workload was simulated.
